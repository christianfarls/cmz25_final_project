==> config.mk <==
export PLATFORM = sky130hd
export DESIGN_NAME = user_proj_parking
export DESIGN_NICKNAME = user_proj_parking
export VERILOG_FILES = /design/flow/design.v
export SDC_FILE = /design/flow/constraint.sdc
export NUM_CORES = 4
export LEC_CHECK = 1
export CORE_AREA = 10 10 78 78
export DIE_AREA = 0 0 88 88
==> constraint.sdc <==
current_design user_proj_parking

set clk_period 3.3
set clk_io_pct 0.2

create_clock -name clk0 -period $clk_period [get_ports {clk}]

set non_clock_inputs [all_inputs -no_clocks]
set_input_delay [expr $clk_period * $clk_io_pct] -clock clk0 $non_clock_inputs
set_output_delay [expr $clk_period * $clk_io_pct] -clock clk0 [all_outputs]
==> design.v <==
module user_proj_parking (
    input wire clk,
    input wire reset,
    input wire [7:0] passcode_in,
    input wire enter_req,
    input wire exit_req,
    input wire [4:0] max_capacity,  
    output reg [4:0] car_count,     
    output reg entry_gate_open,
    output reg exit_gate_open,
    output reg lot_full             
);
    localparam PASSCODE  = 8'b11111111;   
    localparam IDLE        = 3'b000,
               CHECK_ENTRY = 3'b001,
               ENTRY_OPEN  = 3'b010,
               ENTRY_CLOSE = 3'b011,
               CHECK_EXIT  = 3'b100,
               EXIT_OPEN   = 3'b101,
               EXIT_CLOSE  = 3'b110;
    reg [2:0] current_state, next_state;
    always @(posedge clk or posedge reset) begin
        if (reset) 
            current_state <= IDLE;
        else 
            current_state <= next_state;
    end
    always @(*) begin
        next_state = current_state;
        case (current_state)
            IDLE: begin
                if (enter_req) 
                    next_state = CHECK_ENTRY;
                else if (exit_req)
                    next_state = CHECK_EXIT;
                else
                    next_state = IDLE;
            end
            CHECK_ENTRY: begin
                if ((passcode_in == PASSCODE) && (car_count < max_capacity))
                    next_state = ENTRY_OPEN;
                else
                    next_state = IDLE;
            end
            ENTRY_OPEN: begin
                next_state = ENTRY_CLOSE;
            end
            ENTRY_CLOSE: begin
                next_state = IDLE;
            end
            CHECK_EXIT: begin
                if (car_count > 0)
                    next_state = EXIT_OPEN;
                else
                    next_state = IDLE;
            end
            EXIT_OPEN: begin
                next_state = EXIT_CLOSE;
            end
            EXIT_CLOSE: begin
                next_state = IDLE;
            end
            default: next_state = IDLE;
        endcase
    end
    always @(posedge clk or posedge reset) begin
        if (reset) begin
            car_count       <= 0;
            entry_gate_open <= 0;
            exit_gate_open  <= 0;
            lot_full        <= 0;
        end else begin
            entry_gate_open <= 0;
            exit_gate_open  <= 0;
            if (car_count >= max_capacity)
                lot_full <= 1;  
            else
                lot_full <= 0;
            case (next_state)
                ENTRY_OPEN: begin
                    entry_gate_open <= 1;
                    if (car_count < max_capacity)
                        car_count <= car_count + 1;
                end
                EXIT_OPEN: begin
                    exit_gate_open <= 1;
                    if (car_count > 0)
                        car_count <= car_count - 1;
                end
                default: begin
                end
            endcase
        end
    end
endmodule
==> run.sh <==
#!/bin/bash
# OpenROAD 26Q1-2900-gdf79404cd8, Yosys 0.63+post, stock flow scripts
make -C /OpenROAD-flow-scripts/flow DESIGN_CONFIG=/design/flow/config.mk WORK_HOME=/design/flow/orfs finish
==> flow_metrics.env <==
# flow metrics
export IMPL_cts_repair_resized=0
export IMPL_maxSlewHeadroom_pct=63.2
export IMPL_fin_crit_sh_pct=96.5
export IMPL_ys_cells=73
export IMPL_clock_latency_ps=240
export IMPL_fin_area_mm2=0.00126
export IMPL_n_fill_cell=420
export IMPL_synth_seq_area_share_pct=44.3
export IMPL_p_total_mw=0.407
export IMPL_synth_cell_type_count=29
export IMPL_cts_sinks=15
export IMPL_holdBufCountCts=0
export IMPL_finalHoldViolCount=0
export IMPL_die_y_um=88
export IMPL_wire_per_inst_um=12.1
export IMPL_min_period_ps=3190
export IMPL_dieArea_mm2=0.00774
export IMPL_drive_gt1_share_pct=18.9
export IMPL_power_frac_seq_pct=47.9
export IMPL_async_flop_share_pct=100
export IMPL_ff_type="dfrtp_1"
export IMPL_grt_first_pass_wirelength_um=3200
export IMPL_vdd_drop_max_mv=0.165
export IMPL_grt_pass1_vias=705
export IMPL_vias=655
export IMPL_tns_ps=0
export IMPL_rows=24
export IMPL_num_antenna_cells=0
export IMPL_avgViaCountPerCell=4.15
export IMPL_maxCapViolations=0
export IMPL_ff_latch_area_um2=377
export IMPL_warnings=25
export IMPL_worstPathArrival_ps=3320
export IMPL_power_leakage_nw=0.591
export IMPL_die_w_um=88
export IMPL_ys_area_um2=850
export IMPL_grt_max_degree=16
export IMPL_final_cell_mix="clkdlybuf4s50_1, dfrtp_1, inv_1, ha_1, buf_4"
export IMPL_clkPwrFrac_pct=35.6
export IMPL_dp_slack_ps=-208
export IMPL_combGateArea_um2=458
export IMPL_grt_overflow_total=0
export IMPL_yosysWarnings=1
export IMPL_clockBufferDepth=2
export IMPL_place_hpwl_um=1630
export IMPL_area_delta_synth_final_pct=48.9
export IMPL_io_pins=25
export IMPL_synth_top_cell_by_area="dfrtp_1"
export IMPL_path_max_fanout=4
export IMPL_worstSetupPathType="primary input to flip-flop"
export IMPL_cts_tree="yes"
export IMPL_htree_levels=1
export IMPL_drt_iter0_drc=17
export IMPL_track_usage_pct=5.10
export IMPL_ys_flops=15
export IMPL_status="finished clean"
export IMPL_crit_required_ps=3430
export IMPL_post_cts_buffers=0
export IMPL_port_buffers=24
export IMPL_syn_area_per_cell_um2=11.6
export IMPL_ant_nets=0
export IMPL_edf_count=0
export IMPL_power_switching_mw=0.0906
export IMPL_fp_util_pct=19.2
export IMPL_ys_top_cells_by_area="dfrtp_1, ha_1, inv_1"
export IMPL_cts_buffers=3
export IMPL_firstDrtPassIters=4
export IMPL_drt_wl_total_um=1920
export IMPL_antenna_found_initial=0
export IMPL_cts_root_buf="clkbuf_8"
export IMPL_fmaxAchievable_ghz=0.314
export IMPL_p_sw_share_pct=22.3
export IMPL_combPwrFrac_pct=16.5
export IMPL_synth_top_area_share_pct=41.2
export IMPL_syn_inst=73
export IMPL_fin_ws_ps=114
export IMPL_hp_class="flip-flop to flip-flop"
export IMPL_finalSetupViolations=0
export IMPL_core_area_mm2=0.00441
export IMPL_placed_cell_area_mm2=0.00119
export IMPL_startpoint_type="primary input"
export IMPL_layout_top_cell="clkdlybuf4s50_1"
export IMPL_intPower_mw=0.316
export IMPL_slew_viol_final=0
export IMPL_end_kind="flip-flop"
export IMPL_fin_skew_ps=3.61
export IMPL_drc_errors=0
export IMPL_place_congestion=0.796
export IMPL_worst_pin_slew_ps=551
export IMPL_syn_area_um2=850
export IMPL_path_clk_slew_ps=60
export IMPL_p_per_area_mw_per_mm2=321
area by class of cell:
| class | instances | area share [%] |
|---|---|---|
| flip-flops and latches | 15 | 29.8 |
| repair buffers | 29 | 22.0 |
| clock buffers | 3 | 3.26 |
| clock inverters | 1 | 0.396 |
| well taps | 52 | 5.14 |
| inverters | 11 | 3.26 |
| multi-input cells | 47 | 36.2 |
worst max-delay path: stages:
cell and delay, ps:
clkdlybuf4s50_1 450, inv_1 40, ha_1 320, a21oi_2 150, or4b_1 490, o21ba_4 240, ha_1 270, a21o_1 170
a21oi_1 180, xnor2_1 80, mux2_4 260
layer usage:
metal / vias to the layer above / wire, um / track usage (%)
li1: 325 / - / -
met2: 19 / 828 / 7.67
met4: 0 / 0 / 0.290
met1: 311 / 852 / 6.58
met5: - / 0 / 0
met3: 0 / 234 / 2.90
power by group through the flow:
stage	registers [mW]	clock network (mW)	logic [mW]
after CTS	0.195	0.149	0.0668
after global routing	0.196	0.159	0.0754
final	0.195	0.145	0.0670
path summary, 6_finish.rpt:
| kind | start | cells after the start | end | slack [ps] |
|---|---|---|---|---|
| hold / removal | current_state[5] | 0 | current_state[3] | 410 |
| max in group asynchronous | reset | 2 | current_state[0] | 2160 |
| setup reg to reg | car_count[4] | 9 | car_count[3] | 550 |
| hold reg to reg | current_state[5] | 0 | current_state[3] | 410 |
| min in group asynchronous | reset | 2 | exit_gate_open | 760 |
| setup / recovery | max_capacity[4] | 11 | car_count[3] | 110 |
cells by family (layout without fill, tap and decap cells):
kind of cell | count (synthesis) | in the layout | synth area share, %
simple gates | 17 | 17 | 15.2
compound gates | 13 | 13 | 11.5
flops | 15 | 15 | 44.3
xor+xnor | 4 | 4 | 4.12
buf+inv | 11 | 44 | 4.86
mux | 4 | 4 | 5.89
fa+ha+maj | 9 | 9 | 14.1
flip-flops by register name, indices dropped and copies added (netlist names):
register	flops
entry_gate_open	1
exit_gate_open	1
current_state	7
car_count	5
lot_full	1
Yosys cell counts, drive strengths merged (2+ instances only):
master	instances
nor2	4
a21o	2
a21oi	4
nand4	3
xnor2	4
mux2i	2
dfrtp	14
nand2	2
ha	8
mux2	2
inv	11
stage by stage:
| stage | cells | hold slack (ps) | utilization (%) |
|---|---|---|---|
| floorplan | 73 | 375 | - |
| global placement | 154 | 381 | 27.0 |
| detailed placement | 154 | 386 | 27.0 |
| CTS | 158 | 404 | 28.1 |
| global route | 158 | 432 | 28.7 |
| finish | 158 | 405 | 28.7 |
No activity file was given, so power comes from the tool's default toggle rates.
